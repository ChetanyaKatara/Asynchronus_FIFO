## /design/flow/config.mk

```make
export PLATFORM = sky130hd
export DESIGN_NAME = FIFO
export DESIGN_NICKNAME = FIFO
export VERILOG_FILES = /design/flow/design.v
export SDC_FILE = /design/flow/constraint.sdc
export NUM_CORES = 4
export LEC_CHECK = 1
export CORE_UTILIZATION = 40
```

## /design/flow/constraint.sdc

```tcl
current_design FIFO

set clk_period 3.3
set clk_io_pct 0.2

create_clock -name clk0 -period $clk_period [get_ports {rclk}]
create_clock -name clk1 -period $clk_period [get_ports {wrclk}]

set non_clock_inputs [all_inputs -no_clocks]
set_input_delay [expr $clk_period * $clk_io_pct] -clock clk0 $non_clock_inputs
set_output_delay [expr $clk_period * $clk_io_pct] -clock clk0 [all_outputs]
```

## /design/flow/design.v

```verilog
module FIFO(w_en,r_en,wrclk,rclk,datain,dataout,wrst,rrst,full,empty);
parameter Datawidth = 8;
parameter Width = 3;
parameter Depth = 8;
input w_en,r_en,wrclk,rrst,rclk,wrst;
input [Datawidth-1:0]datain;
output [Datawidth-1:0]dataout;
output empty,full;
wire [Width:0]b_rptr,b_wptr,g_rptr,g_wptr;
wire [Width:0]g_rptr_sync,g_wptr_sync;
synchronizer wdsync(.clk(rclk),
                    .rst(rrst),
                    .d_in(g_wptr),
                    .d_out(g_wptr_sync));
synchronizer rdsync(.clk(wrclk),
                    .rst(wrst),
                    .d_in(g_rptr),
                    .d_out(g_rptr_sync));
wrptr write_mod (.wrclk(wrclk),
                .wrst(wrst),
                .g_wptr(g_wptr),
                .b_wptr(b_wptr),
                .full(full),
                .w_en(w_en),
                .g_rptr_sync(g_rptr_sync));
rrptr read_mod (.rclk(rclk),
                .rrst(rrst),
                .g_rptr(g_rptr),
                .b_rptr(b_rptr),
                .empty(empty),
                .r_en(r_en),
                .g_wptr_sync(g_wptr_sync));
memory mem(.w_en(w_en),
           .r_en(r_en),
           .wrclk(wrclk),
           .rclk(rclk),
           .b_rptr(b_rptr),
           .b_wptr(b_wptr),
           .empty(empty),
           .full(full),
           .datain(datain),
           .dataout(dataout));
endmodule
module wrptr(wrclk,wrst,g_rptr_sync,b_wptr,g_wptr,full,w_en);
parameter Datawidth = 8;
parameter Width = 3;
parameter Depth = 8;
input wrclk,wrst,w_en;
input [Width:0]g_rptr_sync;
output reg full;
output reg [Width:0]b_wptr,g_wptr;
wire [Width:0]b_wptr_next,g_wptr_next;
wire wfull;
assign b_wptr_next = b_wptr + (w_en & !full);
assign g_wptr_next = (b_wptr_next >> 1) ^ b_wptr_next;
assign wfull = (g_wptr_next == {~g_rptr_sync[Width:Width-1], g_rptr_sync[Width-2:0]});
always @ (posedge wrclk or negedge wrst) begin
  if (!wrst) begin
    b_wptr <= 0;
    g_wptr <= 0;
    full <= 0;
  end
  else begin
    b_wptr <= b_wptr_next;
    g_wptr <= g_wptr_next;
    full <= wfull;
  end;
end
endmodule
module rrptr(rclk,r_en,g_wptr_sync,b_rptr,g_rptr,rrst,empty);
parameter Datawidth = 8;
parameter Width = 3;
parameter Depth = 8;
input rclk,r_en,rrst;
output reg [Width:0]b_rptr,g_rptr;
output reg empty;
input [Width:0]g_wptr_sync;
wire [Width:0]b_rptr_next,g_rptr_next;
wire rempty;
assign rempty = (g_rptr_next == g_wptr_sync);
assign b_rptr_next = b_rptr + (r_en & !empty);
assign g_rptr_next = ((b_rptr_next >> 1) ^ b_rptr_next);
always @ (posedge rclk or negedge rrst) begin
  if (!rrst) begin
    b_rptr <= 0;
    g_rptr <= 0;
    empty <= 1;
  end
  else begin
    b_rptr <= b_rptr_next;
    g_rptr <= g_rptr_next;
    empty <= rempty;
  end
end
endmodule
module memory(b_rptr,b_wptr,full,empty,wrclk,rclk,datain,dataout,w_en,r_en);
parameter Datawidth = 8;
parameter Width = 3;
parameter Depth = 8;
input full,empty,w_en,r_en,wrclk,rclk;
input [Width:0]b_rptr,b_wptr;
input [Datawidth-1:0]datain;
output [Datawidth-1:0]dataout;
reg [Datawidth-1:0] fifo[Depth-1:0];
always @ (posedge wrclk) begin
  if(w_en & !full) begin
    fifo[b_wptr[Width-1:0]] <= datain[Datawidth-1:0];
  end
end
assign dataout[Datawidth-1:0] = fifo[b_rptr[Width-1:0]];
endmodule
module synchronizer(clk,rst,d_in,d_out);
parameter Datawidth = 8;
parameter Width = 3;
parameter Depth = 8;
  input clk,rst;
  input [Width:0]d_in;
  output reg [Width:0]d_out;
  reg [Width:0] q1;
  always@(posedge clk or negedge rst) begin
    if(!rst) begin
      q1 <= 0;
      d_out <= 0;
    end
    else begin
      q1 <= d_in;
      d_out <= q1;
    end
  end
endmodule
```

## /design/flow/run.sh

```bash
#!/bin/bash
# OpenROAD 26Q1-2900-gdf79404cd8, Yosys 0.63+post, stock flow scripts
make -C /OpenROAD-flow-scripts/flow DESIGN_CONFIG=/design/flow/config.mk WORK_HOME=/design/flow/orfs finish
```

==> GITHUB_STEP_SUMMARY <==
## PnR job results

| Metric | Value |
|---|---|
| Seq share, synth | `74.3%` |
| Cell Type Count | `32` |
| # DRC | `1` |
| Ys cells | `188` |
| Row count | `34` |
| Worst flop-to-flop path endpoint | `write_mod.full$_DFF_PN0_` |
| Tool warnings | `27` |
| Final hold vios | `0` |
| Largest net degree at the start of global routing | `23` |
| Layout Cells excl Fill | `341` |
| Setup TNS | `0 ps` |
| CTS tree | `done` |
| Max-cap viol count | `0` |
| Clock Skews | `7.74 ps` |
| Critical path class | `register to output port` |
| Crit path cell chain | `buf_4 -> mux4_2 -> mux2_2 -> clkdlybuf4s50_1` |
| Initial antenna violation count | `0` |
| Crit path required time | `2640 ps` |
| R2R Path Start | `write_mod.full$_DFF_PN0_` |
| Delay-heaviest family, CP | `multiplexers` |
| Rel. slew slack | `50.4%` |
| Cell total after placement | `321` |
| CTS clock-pin slew for the worst setup and hold paths | `80 ps` |
| Worst Max-Slew Pin Slew | `742 ps` |
| Gate Count Post-Synth | `188` |
| Synthesized cell area | `3670 um2` |
| Post-synth regs | `96` |
| Die y size | `97.7 um` |
| Violated checks | `DRC` |
| Vias per cell | `5.05` |
| Post-synthesis chip area from yosys | `3670 um2` |
| Synthesis-to-finish area growth | `17.8%` |
| All-Layer GR Usage | `15.0%` |
| Max incr delay on CP | `560 ps` |
| Crit end category | `output port` |
| Grt ovf | `0` |
| Via count | `1723` |
| R2R depth | `7` |
| Slowest cell on the critical path | `mux4_2` |
| Share of cells above drive strength 1 | `24.5%` |
| Crit-path max FO | `21` |
| RSZ-0062 raised after global routing | `false` |
| WP depth | `4` |
| Hold path cells | `0` |
| Port bufs | `22` |
| Pwr per Cell Area | `911 nW/um2` |
| Global-route wire length before repair | `9940 um` |
| Run status | `finished, violations left` |
| Lkg Pwr | `0.00152 uW` |
| Setup repair bufs after CTS | `0` |
| Worst Setup Start Kind | `register` |
| Clock sink count | `96` |
| Routed Antenna Nets | `0` |
| Drt first pass iters | `47` |
| N_diodes | `0` |
| Hold buffer count at CTS | `0` |
| Routed WL | `5920 um` |
| Hold endpoint | `rdsync.q1[2]$_DFF_PN0_` |
| Top cells excl fill/tap | `edfxtp_1 (64), dfrtp_1 (31), clkdlybuf4s50_1 (22), mux4_2 (16), clkbuf_8 (13)` |
| Fillcell total | `691` |
| R2R setup slack | `1260 ps` |
| Peak supply drop | `0.000304 V` |
| Buffer and inverter count on the worst path | `2` |
| Ports | `24` |
| DRT iter0 DRCs | `85` |
| # setup viols final | `0` |
| Core footprint | `8810 um2` |
| Placed wire-length estimate | `3560 um` |
| Routability cong. | `0.778` |
| Syn_area_per_cell | `19.5 um2` |
| Core Util at FP | `41.6%` |
| Syn. warnings | `4` |
| CP arrival | `2170 ps` |
| Top cell excl fill/tap | `edfxtp_1` |
| Max-slew violation count | `0` |
| Hold Path Class | `register to register` |
| Die width | `97.7 um` |
| Drt wl/cell | `17.4 um` |
| Number of global-route vias before repair | `1837` |
| Die Size | `9550 um2` |
| HP Start | `read_mod.g_rptr[2]$_DFF_PN0_` |
| Post_cts resized | `0` |
## registers in the layout, indices dropped and copies added (netlist names)
register,flops
write_mod.g_wptr,3
write_mod.b_wptr,4
wdsync.q1,4
wdsync.d_out,4
read_mod.g_rptr,3
read_mod.empty,1
write_mod.full,1
mem.fifo,64
rdsync.d_out,4
rdsync.q1,4
read_mod.b_rptr,4
## metrics by stage
step                      hold slack, ps  area [um2]  worst slack, ps  power (uW)  utilization [%]
after global placement               332        4060              574        3060             46.1
final                                262        4320              469        3930             49.0
after global routing                 276        4320              332        4200             49.0
after CTS                            245        4320              427        4000             49.0
after floorplan                      331        3670             1080        2630                -
after detailed placement             335        4060              521        3070             46.1
## synthesized netlist by cell type
cell type | instances | area (um2)
buf_6 | 1 | 11.3
mux2_2 | 8 | 90.1
xor2_1 | 8 | 70.1
or3_1 | 2 | 12.5
xnor2_1 | 10 | 87.6
nor3b_1 | 1 | 7.51
o21ai_0 | 1 | 5.00
ha_1 | 4 | 50.1
nand2b_1 | 3 | 18.8
and2b_1 | 1 | 7.51
buf_1 | 3 | 11.3
o211ai_1 | 2 | 15.0
edfxtp_1 | 64 | 1920
inv_1 | 1 | 3.75
a211oi_2 | 1 | 12.5
a21oi_1 | 1 | 5.00
nand3_1 | 5 | 25.0
buf_4 | 2 | 15.0
nand3b_1 | 1 | 7.51
nor2b_1 | 2 | 12.5
xor2_4 | 1 | 27.5
dfstp_2 | 1 | 26.3
nor3_1 | 2 | 10.0
nor2_1 | 7 | 26.3
mux4_2 | 16 | 360
a211oi_1 | 1 | 7.51
clkbuf_1 | 1 | 3.75
dfrtp_1 | 31 | 776
nand2_1 | 4 | 15.0
a21boi_0 | 1 | 7.51
or2b_1 | 1 | 7.51
o311ai_1 | 1 | 8.76
## how the worst max path moves through the flow
stage | start | end | slack, ps
after global routing | read_mod.b_rptr[1]$_DFF_PN0_ | dataout[3] | 330
after CTS | read_mod.b_rptr[1]$_DFF_PN0_ | dataout[1] | 430
final | read_mod.b_rptr[1]$_DFF_PN0_ | dataout[1] | 470
## layer usage
layer | vias to the layer above | share of wire, % | routed length [um] | track usage, %
met1 | 833 | 43 | 2550 | 24.4
li1 | 800 | - | - | -
met4 | 0 | 1.7 | 103 | 2.80
met5 | - | 0 | 0 | 0
met2 | 83 | 44 | 2610 | 20.2
met3 | 7 | 11 | 657 | 7.70
## worst reg2reg max path: cells and delay by family (launching register included)
family	cells	cell delay [ps]
flip-flops	1	400
adder cells (fa/ha/maj)	2	500
XOR/XNOR	2	290
AND/OR/NAND/NOR	2	560
AND-OR/OR-AND	1	220
## power by group
part / switching (uW) / total, uW / internal [uW]
combinational: 539 / 1240 / 700
clock: 439 / 910 / 471
sequential: 180 / 1790 / 1610
total: 1160 / 3930 / 2780
## cell families (layout without fill, tap and decap cells)
family	Yosys count	after routing	synth area share [%]
AND-OR/OR-AND	8	8	1.67
multiplexers	24	24	12.3
flip-flops	96	96	74.3
AND/OR/NAND/NOR	29	29	4.10
XOR/XNOR	19	19	5.05
adder cells (fa/ha/maj)	4	4	1.37
buffers and inverters	8	53	1.23
## final cells by class
cell class                      count  area, um2  area share (%)
Clock inverter                      7       85.1            1.97
Multi-Input combinational cell     84        897            20.8
Clock buffer                       13        179            4.14
Sequential cell                    96       2720            63.1
Tap cell                          108        135            3.13
Timing Repair Buffer               32        295            6.84
Inverter                            1       3.75          0.0869
Power and IR drop assume default switching activity.
